--- design/flow/design.v ---
module encoder(
clock_me,
encode_en,
rst_n,
pixel_data,
R,
G,
B);
input clock_me;
input encode_en;
input rst_n;
input [23:0] pixel_data;
output[9:0] R;
output[9:0] G;
output[9:0] B;
encoder_one encode_R(clock_me,encode_en,rst_n,pixel_data[7:0],R);
encoder_one encode_G(clock_me,encode_en,rst_n,pixel_data[15:8], G);
encoder_one encode_B(clock_me,encode_en,rst_n,pixel_data[23:16],B);
endmodule
module encoder_one(
    clock_me,
    encode_en,
    rst_n,
    d,
    q_out);
    input rst_n;
    input clock_me;
    input encode_en;
    input[7:0] d;
    output reg[9:0] q_out;
    reg[8:0] q_m;
    reg[7:0] cnt;
    wire[3:0] num0d, num1d, num0q_m, num1q_m;
    numbercnt numbercnt_d_inst(d[7:0], num0d, num1d);
    numbercnt numbercnt_q_m_inst(q_m[7:0], num0q_m, num1q_m);
    always @(*)
    begin
        if((num1d > 8'h4) || ((num1d == 8'h4) && (d[0] == 1'b0)))
        begin
            q_m[0] = d[0];
            q_m[1] = q_m[0] ~^ d[1];
            q_m[2] = q_m[1] ~^ d[2];
            q_m[3] = q_m[2] ~^ d[3];
            q_m[4] = q_m[3] ~^ d[4];
            q_m[5] = q_m[4] ~^ d[5];
            q_m[6] = q_m[5] ~^ d[6];
            q_m[7] = q_m[6] ~^ d[7];
            q_m[8] = 1'b0;
        end
        else
        begin
            q_m[0] = d[0];
            q_m[1] = q_m[0] ^ d[1];
            q_m[2] = q_m[1] ^ d[2];
            q_m[3] = q_m[2] ^ d[3];
            q_m[4] = q_m[3] ^ d[4];
            q_m[5] = q_m[4] ^ d[5];
            q_m[6] = q_m[5] ^ d[6];
            q_m[7] = q_m[6] ^ d[7];
            q_m[8] = 1'b1;
        end
    end
    always @(posedge clock_me)
    begin
        if (rst_n == 0)
        begin
            q_out <= 10'b0000000000;
            cnt <= 8'h00;
        end
        else if(encode_en)
        begin
            if((cnt == 8'h00) || (num1q_m == num0q_m))
            begin
                q_out[9] <= ~q_m[8];
                q_out[8] <= q_m[8];
                q_out[7:0] <= q_m[8] ? q_m[7:0] : ~q_m[7:0];
                if(q_m[8] == 1'b0)
                    cnt <= cnt + (num0q_m - num1q_m);
                else
                    cnt <= cnt + (num1q_m - num0q_m);
            	end
            else if(((cnt[7] == 1'b0) && (num1q_m > num0q_m)) || ((cnt[7] == 1'b1) && (num0q_m > num1q_m)))
            begin
                q_out[9] <= 1'b1;
                q_out[8] <= q_m[8];
                q_out[7:0] <= ~q_m[7:0];
                cnt <= cnt + (q_m[8] << 1) + (num0q_m - num1q_m);
            	end
            else            	
	          begin
                q_out[9] <= 1'b0;
                q_out[8] <= q_m[8];
                q_out[7:0] <= q_m[7:0];
                cnt <= cnt - (~q_m[8] << 1) + (num1q_m - num0q_m);
            	end
           end
         end
endmodule
module numbercnt(
input wire [7:0] data_in,
output reg [3:0] num0,
output reg [3:0] num1);
integer k;
always @ (*)
begin
  num0 = 4'b0000;
  num1 = 4'b0000;
  for(k = 0; k < 8; k = k + 1) begin
    if(data_in[k] == 1'b1) begin
      num1 = num1 + 1;
    end
  else if(data_in[k] == 1'b0) 
    begin
      num0 = num0 + 1;
    end
  end 
  end
endmodule
--- design/flow/run.sh ---
#!/bin/bash
# OpenROAD 26Q1-2900-gdf79404cd8, Yosys 0.63+post, stock flow scripts
make -C /OpenROAD-flow-scripts/flow DESIGN_CONFIG=/design/flow/config.mk WORK_HOME=/design/flow/orfs finish
--- design/flow/config.mk ---
export PLATFORM = sky130hd
export DESIGN_NAME = encoder
export DESIGN_NICKNAME = encoder
export VERILOG_FILES = /design/flow/design.v
export SDC_FILE = /design/flow/constraint.sdc
export NUM_CORES = 4
export LEC_CHECK = 1
export CORE_UTILIZATION = 50
--- design/flow/constraint.sdc ---
current_design encoder

set clk_period 12.7
set clk_io_pct 0.2

create_clock -name clk0 -period $clk_period [get_ports {clock_me}]

set non_clock_inputs [all_inputs -no_clocks]
set_input_delay [expr $clk_period * $clk_io_pct] -clock clk0 $non_clock_inputs
set_output_delay [expr $clk_period * $clk_io_pct] -clock clk0 [all_outputs]
==> flow_summary.toml <==
# synthesis and place-and-route metrics
[synth]
post_synth_num_cell_types = 86
async_flop_share = 0
ys_area_mm2 = 0.0127
yosys_warnings = 2
ys_sh_aoi = 0.230
netlist_top_cells_area = "sky130_fd_sc_hd__ha_1 17%, sky130_fd_sc_hd__xnor2_1 14%, sky130_fd_sc_hd__dfxtp_1 8.5%"
post_synth_xor_area_fraction = 0.210
mean_syn_cell_area_um2 = 7.61
edf_count = 0
synthTopLogicFamily = "AND-OR/OR-AND gates"
synth_top_flop_cell = "sky130_fd_sc_hd__dfxtp_1"
simple_gate_share = 0.176
ys.flops = 54
syn_inst = 1668
muxShareOfSynthArea = 0.0369
synth_top_cell_by_area = "sky130_fd_sc_hd__ha_1"
post_synth_fa_ha_maj_area_fraction = 0.200
top_cell_type_s_share_of_synthesized_area = 0.171
ys_cells = 1668
postSynthSeqShare = 0.0851
synth.cell_area_mm2 = 0.0127

[sta]
final_report_setup_violation_count = 0
worstMarginPinSlew_ns = 1.03
worst_slew_margin_rel = 0.307
setup-tns-final_ns = 0
setup_repair_after_global_routing_missed_its_margin = "yes"
final-hold-violation-count = 0
maxClockFrequency_mhz = 82.2
finalHoldWorstSlack_ns = 0.487
layout_min_cycle_time_ns = 12.16
final.period_utilization = 0.958
fin_worst_skew_ns = 0.00615
final_max_slew_viol_count = 0

[setup_path]
critPathSlowestCell = "sky130_fd_sc_hd__a2111o_1"
endpoint_kind = "register"
crit_path_start_kind = "primary input"
critPathKind = "primary input to register"
crit_path_max_fanout = 7
critPathRequiredTime_ns = 12.90
cpMostUsedCell = "sky130_fd_sc_hd__ha_1"
cpPeakStageDelay_ns = 0.47
data_arrival_time_of_the_worst_path_ns = 12.36

[die]
core-area_mm2 = 0.0246
fp.dieArea_mm2 = 0.0260
boundaryPins = 57
floorplan.die.height_um = 161
fp.dieW_um = 161
fp-utilization = 0.516
placement_rows = 57

[place]
place.port_buffers = 56
placed_cells = 2097
finalWeightedCongestion = 0.943
dp_hpwl_um = 24800
placed_cell_area_mm2 = 0.0144

[clocking]
cts_buffer_depth = 2
cts_root_buffer = "sky130_fd_sc_hd__clkbuf_16"
tritoncts_buffer_count = 5
cts_num_sinks = 54
cts.reportedPaths.clkPinSlew_ns = 0.08
clk-insertion-delay-late_ns = 0.31
cts_tree = "yes"
clock_tree.htree_level_count = 2
cts_hold_buf = 0

[drt]
drt-vias-per-instance = 5.46
drt_first_pass_iters = 7
route.vias.total = 11600
route.detailed.wl_per_inst_um = 15.0
route.antenna.diode_count = 0
detailedRoute.firstIterationViolations = 611
drt_wl_total_um = 32000
detailed_route_drc_error_count = 0
drt.antenna.violating_nets = 0

[run]
max_cap_violations = 0
stage_log_warning_count = 51

[grt]
grt_pass1_wl_um = 53700
antenna_violations_before_repair = 0
largest_net_degree_at_the_start_of_global_routing = 69
global_route.overflow_total = 0
first_global_vias = 11000
globalRouteTotalUtil = 0.253

[finish]
fillCellCount = 2199
final_layout_size_suffix_gt1_frac = 0.190
mostFrequentLayoutCell = "sky130_fd_sc_hd__xnor2_1"
final_cells = 2130
final_cell_mix = "182 x sky130_fd_sc_hd__xnor2_1, 173 x sky130_fd_sc_hd__nand2_1, 159 x sky130_fd_sc_hd__buf_4"
area.growth.synth_to_final_pct = 21.6
final_cell_area_mm2 = 0.0154

[hold_path]
holdCritPathClass = "register to register"

[status]
run_status = "finished clean"
[state kept, by name (all words and copies together), names as in the netlist]
| register | flops |
|---|---|
| encode_R.q_out | 10 |
| encode_G.cnt | 8 |
| encode_B.cnt | 8 |
| encode_B.q_out | 10 |
| encode_G.q_out | 10 |
| encode_R.cnt | 8 |
[through the flow]
step           worst slack (ns)  utilization
2_1_floorplan            -0.112            -
3_3_place_gp           -0.00638        0.586
3_5_place_dp             -0.150        0.586
4_1_cts                   0.139        0.593
5_1_grt                  -0.116        0.628
6_report                  0.538        0.628
[cells by family after synthesis]
group,Yosys count
AND/OR/NAND/NOR,472
AND-OR/OR-AND,417
adder cells (fa/ha/maj),192
XOR/XNOR,280
flip-flops,54
buffers and inverters,209
multiplexers,44
[synth_stat cells, drive strengths merged (8+ instances only)]
master and number:
and3 14, mux2 13, ha 174, nand4 9
o311ai 8, and2 10, xnor2 210, fa 18
nor3 24, xor2 63, a31oi 9, a21o 32
nand2b 21, or2 12, a21oi 109, nand2 177
o31ai 10, nand3 28, clkbuf 65, a22oi 10
inv 116, o211ai 20, nor2 109, nor2b 36
mux2i 30, a211oi 17, a211o 8, dfxtp 54
o211a 40, buf 22, o21bai 21, o21ai 67
nor4 9
[area by class of cell]
class,count,area [um^2],area share
Tap cell,324,405,0.0262
Multi-Input combinational cell,1405,11600,0.749
Timing Repair Buffer,217,1780,0.115
Clock inverter,2,16.3,0.00105
Sequential cell,54,1080,0.0700
Inverter,122,458,0.0296
Clock buffer,6,139,0.00899
[per-layer routing]
| metal | routed length, um | track usage | vias to the layer above |
|---|---|---|---|
| met2 | 14100 | 0.409 | 120 |
| met4 | 224 | 0.0159 | 0 |
| met5 | 0 | 0 | - |
| met1 | 17000 | 0.392 | 5379 |
| li1 | - | - | 6113 |
| met3 | 723 | 0.0141 | 15 |
[what timing repair did]
item                                    CTS  global route
setup buffers                             0            25
endpoints found under the setup margin    0            14
gates resized                             0           133
endpoints found under the hold margin     0             0
[critical path: cells and delay by family]
family,cells,cell delay (ns)
compound gates,18,2.94
fa+ha+maj,8,2.05
simple gates,13,1.78
xor+xnor,9,1.68
buf+inv,7,1.01
mux,2,0.35
[final timing paths]
path,endpoint,slack (ns),depth (start not counted),startpoint
max,encode_R.cnt[7],0.54,57,pixel_data[0]
min,encode_G.q_out[6],0.49,1,encode_G.q_out[6]
max reg2reg,encode_G.cnt[7],9.66,17,encode_G.cnt[1]
min reg2reg,encode_G.q_out[6],0.49,1,encode_G.q_out[6]
